`design.v`:
```
`timescale 1ns / 1ps
module Instruction(
    input reset,
    input [31:0] PC,
    output reg[31:0] instruction
    );
    reg [31:0] memory [0:64];
     integer i;
    initial
    begin 
    for(i=0; i<64; i=i+1)
        memory[i]=32'b0;
                memory[0] = 32'b00100000000010000000000000100000;  
                memory[1] = 32'b00100000000010010000000000100111;  
                memory[2] = 32'b00000001000010011000000000100100;  
                memory[3] = 32'b00000001000010011000000000100101;  
                memory[4] = 32'b10101100000100000000000000000100;  
                memory[5] = 32'b10101100000010000000000000001000;  
                memory[6] = 32'b00000001000010011000100000100000;  
                memory[7] = 32'b00000001000010011001000000100010;  
                memory[8] = 32'b00010010001100100000000000001001;  
                memory[9] = 32'b10001100000100010000000000000100;  
                memory[10]= 32'b00110010001100100000000000011000;  
                memory[11] =32'b00010010001100100000000000001001;  
                memory[12] =32'b10001100000100110000000000001000;  
                memory[13] =32'b00010010000100110000000000001010;  
                memory[14] =32'b00000010010100011010000000101010;  
                memory[15] =32'b00010010100000000000000000001111;  
                memory[16] =32'b00000010001000001001000000100000;  
                memory[17] =32'b00001000000000000000000000001110;  
                memory[18] =32'b00100000000010000000000000000000;  
                memory[19] =32'b00100000000010010000000000000000;  
                memory[20] =32'b00001000000000000000000000011111;  
                memory[21] =32'b00100000000010000000000000000001;  
                memory[22] =32'b00100000000010010000000000000001;  
                memory[23] =32'b00001000000000000000000000011111;  
                memory[24] =32'b00100000000010000000000000000010;  
                memory[25] =32'b00100000000010010000000000000010;  
                memory[26] =32'b00001000000000000000000000011111;  
                memory[27] =32'b00100000000010000000000000000011;  
                memory[28] =32'b00100000000010010000000000000011;  
                memory[29] =32'b00001000000000000000000000011111;  
    end
    always@(PC)
    begin
                instruction <= memory[PC[6:2]];
    end
endmodule
```
`constraint.sdc`:
```
current_design Instruction

set clk_period 1.9
set clk_io_pct 0.2

create_clock -name clk0 -period $clk_period

set non_clock_inputs [all_inputs -no_clocks]
set_input_delay [expr $clk_period * $clk_io_pct] -clock clk0 $non_clock_inputs
set_output_delay [expr $clk_period * $clk_io_pct] -clock clk0 [all_outputs]
```
`run.sh`:
```
#!/bin/bash
# OpenROAD 26Q1-2900-gdf79404cd8, Yosys 0.63+post, stock flow scripts
make -C /OpenROAD-flow-scripts/flow DESIGN_CONFIG=/design/flow/config.mk WORK_HOME=/design/flow/orfs finish
```
`config.mk`:
```
export PLATFORM = sky130hd
export DESIGN_NAME = Instruction
export DESIGN_NICKNAME = Instruction
export VERILOG_FILES = /design/flow/design.v
export SDC_FILE = /design/flow/constraint.sdc
export NUM_CORES = 4
export LEC_CHECK = 1
export CORE_AREA = 10 10 70 70
export DIE_AREA = 0 0 80 80
```
==> results.yml <==
# physical design summary
placement:
  io_buffers: 29
  hpwl_mm: 2.13
  place_congestion: 0.871
  place_area_sq_mm: 0.00135
synthesis:
  yosysTopAreaCell: "ha_1"
  netlist_area_sq_um: 837
  synthAoiAreaFrac_pct: 26.6
  ys_sh_mux_pct: 15.4
  simple_gate_share_pct: 22.0
  synth.most_common_cell: "buf_4"
  synthTopCellsByCount: "buf_4 (13), ha_1 (11), nand2_1 (8), o21ai_1 (8)"
  ys_seq_share_pct: 0
  top_cell_area_share_pct: 16.4
  topCombFamilyByArea: "AND-OR/OR-AND gates"
  synthTopCellsByArea: "ha_1 (16%), buf_4 (12%), mux4_2 (5.4%), o21ai_1 (4.8%), nand2b_1 (4.5%)"
  syn_area_per_cell_sq_um: 7.41
  synth_chip_area_sq_um: 837
  yosys-stat-cells: 113
  synth_cell_type_count: 41
  yosys_warnings: 1
  synthCells: 113
  synth-xor-area-share_pct: 0
  adder_share_pct: 16.4
hold_path:
  hold_end: "instruction[17]"
  worstHoldStart: "PC[5]"
  hold_class: "input port to output pin"
  worstHoldPathCells: 5
timing:
  hold_viol: 0
  setup_viol: 4
  fin_crit_ns: 2.01
  rsz0062_at_grt: "true"
  finalWorstSetupSlack_ns: -0.111
  drv_slew: 0
  fmax_mhz: 497
  min_period_over_period_pct: 106
  worst_hold_slack_ns: 1.27
final_layout:
  area_growth_syn_to_layout_pct: 112
  clock_buffers: 0
  fin_area_sq_mm: 0.00178
  seq_area_sq_um: 0
  flops: 0
  fillers: 292
  fin_util_pct: 52.0
  drive_above_1_share_pct: 63.3
routing:
  vias: 1107
  diodes: 0
  viasPerCell: 4.90
  drc: 0
  dr.pass1.iters: 4
  wl_mm: 3.54
  drtIter0Drc: 93
  met2_length_mm: 1.62
  drt-wirelength-per-cell_um: 15.7
  ant_nets: 0
  wl_met1_mm: 1.67
  wl_met3_um: 241
  dr.max_layer_used: "met4"
setup_path:
  end_kind: "output pin"
  cp-start-kind: "input port"
  crit_fanout: 6
  startpoint: "PC[2]"
  cp.arrival_ns: 1.63
  path_class: "input port to output pin"
  critPathRequiredTime_ns: 1.52
global_route:
  grt_overflow: 0
  grt_pass1_wl_mm: 5.60
  grt_pass1_vias: 1101
  antenna_found_initial: 0
  grt_start_max_net_pins: 14
  grt_usage_pct: 10.4
die:
  rows: 21
  boundaryPins: 65
  fp_util_pct: 24.5
  die_y_um: 80
  die_area_sq_mm: 0.00640
  core_area_sq_mm: 0.00342
  die_x_um: 80
flow_run:
  max_cap_viol_count: 0
  tool_warnings: 71
run_status:
  failed_checks: "negative setup slack"
  status: "finished with violations"
pwr:
  ir_worst_vdd_mv: 0.116
  power_density_mw_per_mm2: 216
  finalPower_uw: 384
  power_leakage_uw: 0.000860
clock_network:
  hold_buffers: 0
[through the flow]
stage	instances	setup TNS (ns)	worst slack [ns]
after floorplan	120	0	0.0468
after global placement	209	-16.58	-0.867
after detailed placement	209	-17.07	-0.889
after CTS	224	-0.453	-0.137
after global routing	226	-0.608	-0.142
final	226	-0.227	-0.111
[cell type report]
type | instances | area (sq um) | area share (%)
Multi-Input combinational cell | 94 | 942 | 53.0
Timing Repair Buffer | 80 | 734 | 41.3
Tap cell | 46 | 57.6 | 3.24
Inverter | 6 | 42.5 | 2.39
[how the worst max path moves through the flow]
stage	to	slack (ns)
global route	instruction[2]	-0.14
finish	instruction[2]	-0.11
CTS	instruction[3]	-0.14
[where the power goes]
group | switching (uW) | internal [uW] | leakage (uW) | total (uW)
Combinational | 161 | 223 | 0.000860 | 384
Clock | 0 | 0 | 0 | 0
Sequential | 0 | 0 | 0 | 0
[what timing repair did]
item | CTS | global route
pin swaps | 22 | 17
gates cloned | 3 | 0
hold endpoints to repair | 0 | 0
setup endpoints to repair | 24 | 11
setup buffers | 12 | 3
resized | 117 | 34
[cell usage in the layout (no fill, tap or decap), types with 4 or more instances in the layout]
master and count:
nor2_1 5, ha_4 7, o21ai_1 4, buf_6 13, clkbuf_2 6, nand2_1 6
dlygate4sd2_1 9, o21ai_2 4, buf_4 33, buf_2 9, conb_1 8
[per-layer routing]
metal | vias to the layer above | global-route usage, %
met4 | 0 | 0.880
met3 | 2 | 2.39
met5 | - | 0
met2 | 47 | 16.5
met1 | 530 | 14.6
li1 | 528 | -
[worst max-delay path, cell delays in order]
cell and delay [ns]:
buf_8 0.11, buf_6 0.12, ha_4 0.18, mux2_4 0.27, mux4_2 0.45, buf_2 0.12
[cells by family after synthesis]
logic type,Yosys count
simple gates,35
compound gates,31
buf+inv,26
fa+ha+maj,11
mux,9
other cells,1
Power is estimated from default activity; no workload was simulated.
